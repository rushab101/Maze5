`design/flow/config.mk`:
```
export PLATFORM = sky130hd
export DESIGN_NAME = DisplayController
export DESIGN_NICKNAME = DisplayController
export VERILOG_FILES = /design/flow/design.v
export SDC_FILE = /design/flow/constraint.sdc
export NUM_CORES = 4
export LEC_CHECK = 1
export CORE_UTILIZATION = 50
```
`design/flow/constraint.sdc`:
```
current_design DisplayController

set clk_period 10.6
set clk_io_pct 0.2

create_clock -name clk0 -period $clk_period [get_ports {clock_50}]

set non_clock_inputs [all_inputs -no_clocks]
set_input_delay [expr $clk_period * $clk_io_pct] -clock clk0 $non_clock_inputs
set_output_delay [expr $clk_period * $clk_io_pct] -clock clk0 [all_outputs]
```
`design/flow/design.v`:
```
module CharacterDisplayController(
	input en,
	input [3:0] maze_orientation,
	output reg [2:0] character_type,
	input unsigned [7:0] char_x,
	input unsigned [7:0] char_y,
	output reg vga_plot,
	output [7:0] vga_x,
	output [7:0] vga_y,
	output reg [2:0] vga_color,
	input reset,
	input clock_50);
	reg unsigned [2:0] cur_sprite_x;
	reg unsigned [2:0] cur_sprite_y;
	initial
	begin
		character_type = 3'd0;
		cur_sprite_x = 3'd0;
		cur_sprite_y = 3'd0;
	end
	always @(posedge clock_50)
	begin
		if (reset == 1'b1)
		begin
			character_type <= 3'd0;
			cur_sprite_x <= 3'd0;
			cur_sprite_y <= 3'd0;
		end
		else  
		begin
			if (cur_sprite_y != 3'd4 || cur_sprite_x != 3'd4)
			begin
				if(cur_sprite_x < 3'd4)
				begin
					cur_sprite_x <= cur_sprite_x + 3'd1;
				end
				else  
				begin
					cur_sprite_x <= 3'd0;
					cur_sprite_y <= cur_sprite_y + 3'd1;
				end
			end
			else
			begin
				cur_sprite_x <= 3'd0;
				cur_sprite_y <= 3'd0;
				if (character_type == 3'd7)
				begin
					character_type <= 3'd0;
				end
				else
				begin
					character_type <= character_type + 3'd1;
				end
			end
		end
	end
	assign vga_x = char_x + {5'd00000, cur_sprite_x} + 8'd26;
	assign vga_y = char_y + {5'd00000, cur_sprite_y} + 8'd1;
	reg [4:0] row0;
	reg [4:0] row1;
	reg [4:0] row2;
	reg [4:0] row3;
	reg [4:0] row4;
	reg [2:0] sprite_color;
	always @(*)
	begin
		if (character_type == 3'b000)  
		begin
			if (maze_orientation == 4'b1000)  
			begin
				row0 = 5'b11000;
				row1 = 5'b11100;
				row2 = 5'b10011;
				row3 = 5'b11100;
				row4 = 5'b11000;
			end
			else if (maze_orientation == 4'b0100) 
			begin
				row0 = 5'b00011;
				row1 = 5'b00111;
				row2 = 5'b11001;
				row3 = 5'b00111;
				row4 = 5'b00011;
			end
			else if (maze_orientation == 4'b0010) 
			begin
				row0 = 5'b00100;
				row1 = 5'b00100;
				row2 = 5'b01010;
				row3 = 5'b11011;
				row4 = 5'b11111;
			end
			else  
			begin
				row0 = 5'b11111;
				row1 = 5'b11011;
				row2 = 5'b01010;
				row3 = 5'b00100;
				row4 = 5'b00100;
			end			
			sprite_color = 3'b100;
		end
		else  
		begin
			row0 = 5'b10001;
			row1 = 5'b01110;
			row2 = 5'b00100;
			row3 = 5'b01110;
			row4 = 5'b10001;
			case (character_type)
				3'b001: sprite_color = 3'b001;  
				3'b010: sprite_color = 3'b001;  
				3'b011: sprite_color = 3'b001;  
				3'b100: sprite_color = 3'b001;
				3'b101: sprite_color = 3'b001;
				3'b110: sprite_color = 3'b001; 
				3'b111: sprite_color = 3'b001; 
				default: sprite_color = 3'b000;
			endcase
		end
	end
	reg [6:0] selected_row;
	always @(*)
	begin
		case (cur_sprite_y)
			4'd0: selected_row = row0;
			4'd1: selected_row = row1;
			4'd2: selected_row = row2;
			4'd3: selected_row = row3;
			4'd4: selected_row = row4;
			default: selected_row = row0;
		endcase
	end
	reg selected_col;
	always @(*)
	begin
		case (cur_sprite_x)
			4'd0: selected_col = selected_row[0];
			4'd1: selected_col = selected_row[1];
			4'd2: selected_col = selected_row[2];
			4'd3: selected_col = selected_row[3];
			4'd4: selected_col = selected_row[4];
			default: selected_col = selected_row[0];
		endcase
	end
	always @(*)
	begin
		vga_color = sprite_color;
		if (selected_col == 1'b1 && reset == 1'b0)
		begin
			vga_plot = 1'b1;
		end
		else
		begin
			vga_plot = 1'b0;
		end
	end
endmodule
module DisplayController(
	input en, 
	output [4:0] map_x, 
	output [4:0] map_y, 
	input [2:0] sprite_type, 
	input [3:0] maze_orientation,
	input [7:0] maze_vga_x,
	input [7:0] maze_vga_y,
	input [7:0] ghost1_vga_x,
	input [7:0] ghost1_vga_y,
	input [7:0] ghost2_vga_x,
	input [7:0] ghost2_vga_y,
	input [7:0] ghost3_vga_x,
	input [7:0] ghost3_vga_y,
	input [7:0] ghost4_vga_x,
	input [7:0] ghost4_vga_y,
	input [7:0] ghost5_vga_x,
	input [7:0] ghost5_vga_y,
	input [7:0] ghost6_vga_x,
	input [7:0] ghost6_vga_y,
	input [7:0] ghost7_vga_x,
	input [7:0] ghost7_vga_y,
	output reg vga_plot, 
	output reg [7:0] vga_x,
	output reg [7:0] vga_y,
	output reg [2:0] vga_color,
	input reset, 
	input clock_50,
	output reg is_display_running);
	reg unsigned selected_display_controller;
	reg unsigned [14:0] current_time;
	wire [2:0] character_type;
	reg unsigned [7:0] x_out, y_out;
	initial
	begin
		selected_display_controller = 1'b0;
		current_time = 15'd0;
		x_out = 8'd0;
		y_out = 8'd0;
	end
	always @(posedge clock_50)
	begin
		if (reset == 1'b1) begin
			current_time = 15'd0;
			selected_display_controller = 1'b0;
			is_display_running <= 1'b0;
		end
		else begin
			if (current_time < 15'd11025)
			begin
				is_display_running <= 1'b1;
				current_time <= current_time + 15'd1;
				selected_display_controller <= 1'b0;
			end
			else if (current_time >= 15'd11025 && current_time <= 15'd11125) 
			begin
				is_display_running <= 1'b1;
				current_time <= current_time + 15'd1;
				selected_display_controller <= 1'b1;
			end
			else 
			begin
				is_display_running <= 1'b0;
				current_time <= 15'd0;
				selected_display_controller <= 1'b0;    			
			end
		end		
	end
	always @(*)
	begin
		case (character_type)
			3'd0: begin 
				x_out = maze_vga_x;
				y_out = maze_vga_y;
			end
			3'd1: begin
				x_out = ghost1_vga_x;
				y_out = ghost1_vga_y;
			end
			3'd2: begin
				x_out = ghost2_vga_x;
				y_out = ghost2_vga_y;
			end
			3'd3: begin
				x_out = ghost3_vga_x;
				y_out = ghost3_vga_y;
			end
			3'd4: begin 
				x_out = ghost4_vga_x;
				y_out = ghost4_vga_y;
			end
			3'd5: begin 
			x_out = ghost5_vga_x;
			y_out = ghost5_vga_y;
			end
			3'd6: begin 
			x_out = ghost6_vga_x;
			y_out = ghost6_vga_y;
			end
			3'd7: begin 
			x_out = ghost7_vga_x;
			y_out = ghost7_vga_y;
			end
			default: begin
				x_out = 8'd0;
				y_out = 8'd0;
			end
		endcase
	end
	wire [7:0] vga_x_cdc;
	wire [7:0] vga_y_cdc;
	wire [7:0] vga_x_mdc;
	wire [7:0] vga_y_mdc;
	wire [2:0] vga_color_cdc;
	wire [2:0] vga_color_mdc;
	wire vga_plot_cdc;
	wire vga_plot_mdc;
	CharacterDisplayController cdc_controller(
		.en(en),
		.maze_orientation(maze_orientation),
		.character_type(character_type),
		.char_x(x_out),
		.char_y(y_out),
		.vga_plot(vga_plot_cdc),
		.vga_x(vga_x_cdc),
		.vga_y(vga_y_cdc),
		.vga_color(vga_color_cdc),
		.reset(reset),
		.clock_50(clock_50)
	);
	MapDisplayController mdc_controller(
		.en(en), 
		.map_x(map_x), 
		.map_y(map_y), 
		.sprite_type(sprite_type), 
		.vga_plot(vga_plot_mdc), 
		.vga_x(vga_x_mdc), 
		.vga_y(vga_y_mdc), 
		.vga_color(vga_color_mdc),
		.reset(reset), 
		.clock_50(clock_50), 
		.debug_leds(debug_leds)
	);
	always @(*)
	begin		
		if (selected_display_controller == 1'b0)
		begin
			vga_x = vga_x_mdc;
			vga_y = vga_y_mdc;
			vga_color = vga_color_mdc;
			vga_plot = vga_plot_mdc;	
		end
		else 
		begin
			vga_x = vga_x_cdc;
			vga_y = vga_y_cdc;
			vga_color = vga_color_cdc;
			vga_plot = vga_plot_cdc;	
		end
	end
endmodule
module MapDisplayController(
	input en, 
	output reg unsigned [4:0] map_x, 
	output reg unsigned [4:0] map_y, 
	input [2:0] sprite_type, 
	output reg vga_plot, 
	output unsigned [7:0] vga_x,
	output unsigned [7:0] vga_y,
	output reg [2:0] vga_color,
	input reset, 
	input clock_50,
	output [7:0] debug_leds);
	reg postreset;
	reg unsigned [2:0] cur_sprite_x;
	reg unsigned [2:0] cur_sprite_y;
	initial 
	begin
		map_x = 5'd0;
		map_y = 5'd0;
		cur_sprite_x = 3'd0;
		cur_sprite_y = 3'd0;
		vga_plot = 1'b0;
		vga_color = 3'd0;
		postreset=1'b0;
	end 
	always @(posedge clock_50) 
	begin
		if (reset == 1'b1) 
		begin
			map_x <= 5'd0;
			map_y <= 5'd0;
			cur_sprite_x <= 3'd0;
			cur_sprite_y <= 3'd0;	
			vga_plot <= 1'b1;
			postreset<=1'b1;
		end
		else
		begin
			if (cur_sprite_y != 3'd4 || cur_sprite_x != 3'd4)
			begin			
				if(cur_sprite_x < 3'd4)
					cur_sprite_x <= cur_sprite_x + 3'd1;
				else  
				begin
					cur_sprite_x <= 3'd0;
					cur_sprite_y <= cur_sprite_y + 3'd1;
				end
			end
			else 
			begin
				cur_sprite_x <= 3'd0;
				cur_sprite_y <= 3'd0;
				if (map_x == 5'd20)
				begin
					map_x <= 5'd0;											
					if (map_y == 5'd20)
					begin
						map_y <= 5'd0;
					end
					else
					begin
						map_y <= map_y + 5'd1;
					end
				end
				else 
				begin
					map_x <= map_x + 5'd1;					
				end	
			end		
		end
	end	
	assign vga_x = ({3'b000, map_x} * 8'd5) + {5'd0, cur_sprite_x} + 8'd26;
	assign vga_y = ({3'b000, map_y} * 8'd5) + {5'd0, cur_sprite_y} + 8'd1;
	reg [4:0] row0;
	reg [4:0] row1;
	reg [4:0] row2;
	reg [4:0] row3;
	reg [4:0] row4;
	reg [2:0] sprite_color;
	always @(*)
	begin
		if(postreset==1'b1&&map_x==5'd10&&map_y==5'd8&&reset==1'b0)begin
		row0 = 5'b01100;
		row1 = 5'b01000;
		row2 = 5'b01000;
		row3 = 5'b01100;
		row4 = 5'b01100;
		sprite_color = 3'b111;
		postreset=1'b0;
		end
		if (sprite_type == 3'b000)  
		begin
			row0 = 5'b11111;
			row1 = 5'b11111;
			row2 = 5'b11111;
			row3 = 5'b11111;
			row4 = 5'b11111;
			sprite_color = 3'b000;
		end
		else if (sprite_type == 3'b001)  
		begin
			row0 = 5'b00000;
			row1 = 5'b00100;
			row2 = 5'b01110;
			row3 = 5'b00100;
			row4 = 5'b00000;
			sprite_color = 3'b000;
		end
		else if (sprite_type == 3'b010)  
		begin
			row0 = 5'b00000;
			row1 = 5'b00000;
			row2 = 5'b00100;
			row3 = 5'b00000;
			row4 = 5'b00000;
			sprite_color = 3'b000;
		end
		else if (sprite_type == 3'b011)  
		begin
			row0 = 5'b11110;
			row1 = 5'b11111;
			row2 = 5'b11111;
			row3 = 5'b11111;
			row4 = 5'b11111;
			sprite_color = 3'b010;
		end
		else if (sprite_type == 3'b100)  
		begin
			row0 = 5'b01100;
			row1 = 5'b01000;
			row2 = 5'b01000;
			row3 = 5'b01100;
			row4 = 5'b01100;
			sprite_color = 3'b111;
		end
		else
		begin
			row0 = 5'b11111;
			row1 = 5'b11111;
			row2 = 5'b11111;
			row3 = 5'b11111;
			row4 = 5'b11111;
			sprite_color = 3'b010;
		end
	end
	reg [6:0] selected_row;
	always @(*)
	begin
		case (cur_sprite_y)
			4'd0: selected_row = row0;
			4'd1: selected_row = row1;
			4'd2: selected_row = row2;
			4'd3: selected_row = row3;
			4'd4: selected_row = row4;
			default: selected_row = row0;
		endcase
	end
	reg selected_col;
	always @(*)
	begin
		case (cur_sprite_x)
			4'd0: selected_col = selected_row[0];
			4'd1: selected_col = selected_row[1];
			4'd2: selected_col = selected_row[2];
			4'd3: selected_col = selected_row[3];
			4'd4: selected_col = selected_row[4];
			default: selected_col = selected_row[0];
		endcase
	end
	always @(*)
	begin
		case (selected_col)
			1'b1: vga_color = sprite_color;
			1'b0: vga_color = 3'b000;
		endcase
	end
endmodule
```
`design/flow/run.sh`:
```
#!/bin/bash
# OpenROAD 26Q1-2900-gdf79404cd8, Yosys 0.63+post, stock flow scripts
make -C /OpenROAD-flow-scripts/flow DESIGN_CONFIG=/design/flow/config.mk WORK_HOME=/design/flow/orfs finish
```
==> datasheet_impl.txt <==
Table: implementation figures

Parameter                              Value

Global route
  Global-route wire length before repair .................. approximately 23000 microns
  Maximum number of pins on one net before global-route repair .................. 41
  Global-route track usage on met1 .................. 0.395
  Met3 Resource Use GR .................. 0.0374
  All-Layer GR Usage .................. 0.283
  Final global-route overflow total .................. 0
  GRT Max-Usage Layer .................. met2
  Met2 GRT Util .................. 0.483
  Via count of the first global-routing pass .................. 4720
  Initial antenna violation count .................. 0

Logic synthesis
  Area share, top type .................. 0.177
  Synth Warn # .................. 5
  Area of the mapped netlist .................. 4880 sq um
  Fraction of the yosys area taken by sequential cells .................. 0.178
  Cells in synth_stat.txt .................. 610
  EDFF count, synth .................. 1
  Number of different library cells in the post-synthesis netlist .................. 67
  Largest cells by area after synthesis .................. sky130_fd_sc_hd__ha_1 18%, sky130_fd_sc_hd__dfxtp_1 17%, sky130_fd_sc_hd__mux2_2 4.2%
  Leading cell types by count after synthesis .................. 69 x sky130_fd_sc_hd__ha_1, 53 x sky130_fd_sc_hd__nor2_1, 49 x sky130_fd_sc_hd__nand2_1
  Most common cell in the synthesized netlist .................. sky130_fd_sc_hd__ha_1
  Yosys Chip Area .................. 4880 sq um
  Library cell occupying the most area in the post-synthesis netlist .................. sky130_fd_sc_hd__ha_1
  Top flip-flop cell by instance count after synthesis .................. sky130_fd_sc_hd__dfxtp_1
  Synthesized registers .................. between 40 and 50
  Share of synthesized registers carrying an async set or reset .................. 0
  Synthesized instance count .................. 610
  Synthesized area per cell .................. approximately 8 sq um

Drt
  Number of diodes added for antenna fixing .................. 0
  Number of vias after detailed routing .................. slightly below 5000
  Final ANT Viol Nets .................. 0
  Vias per Instance .................. 5.55
  Total Routed Length .................. 14000 microns
  DRT Pass-1 Iters .................. 6
  Initial DRC Count .................. 220
  DRC errors left .................. 0
  Routed wirelength normalized by instance count .................. 15.8 microns

Job
  Number of warnings in the stage logs .................. 48
  Maxcap violations .................. 0

Final timing
  Slew headroom .................. 0.447
  Part of the cycle the worst path needs .................. 0.710
  Worst setup slack after layout .................. between 3000 and 4000 ps
  Final worst path period need .................. 7530 ps
  Hold slack .................. 514 ps
  Sum of negative setup slack .................. 0 ps
  Slew at the pin closest to its max-slew limit .................. 829 ps
  RSZ-0062 raised after global routing .................. no
  Hold Fails Final Rpt .................. 0
  Setup skew after layout .................. approximately 6.5 ps
  Maximum clock rate .................. ~130 MHz
  Final setup violation count .................. 0
  Number of pins with negative max-slew slack in the final report .................. 0

Clock network
  CTS root buf .................. sky130_fd_sc_hd__clkbuf_8
  Inserted Clock Buffers .................. 5
  Number of gates given a new drive strength after cts .................. 0
  Number of levels the H-tree was split into .................. 2
  Number of hold-repair buffers added at the cts stage .................. 0
  Skew-Pair Late Insertion Delay .................. 290 ps
  CTS tree .................. yes
  Clock edge transition at the registers on the reported setup and hold paths .................. 80 ps
  Number of setup buffers added after CTS .................. 0
  CTS sink cnt .................. 43
  Max Root-Sink Buffers .................. 2

Power and ir drop
  Power density over the cells .................. approximately 70 nW/um^2
  Peak supply drop .................. 0.0000701 V
  Leakage power .................. 2.66 nW

Floorplan
  Num ports .................. about 170
  Pre-placement core utilization .................. 0.523
  Die Height .................. 101 microns
  Horizontal die dimension .................. 101 microns
  Die area .................. between 10000 and 15000 sq um
  Floorplan row count .................. 35
  CORE AREA .................. 9330 sq um

Hold path
  Capture endpoint of the worst hold path .................. current_time[0]
  Worst hold start .................. current_time[0]
  Worst hold-check path type .................. reg -> reg
  Cells on Worst Hold Path .................. 1

Place
  Routability cong. .................. 0.904
  I/O Buffers .................. between 150 and 200
  Post-DP HPWL .................. 11100 microns
  Pre-CTS setup slack .................. 3070 ps

Setup path
  End of the worst register-to-register path .................. mdc_controller.map_y[1]
  Type of the worst setup path .................. in -> out
  Data required time of the critical path .................. 8480 ps
  Crit path DAT .................. 5410 ps
  Launch point of the worst reg-to-reg path .................. mdc_controller.cur_sprite_x[1]
  Largest fanout on the critical path .................. 2
  Element type at the critical path end .................. primary output
  Reg2reg path depth .................. 8
  Setup crit start kind .................. input port
  FF-to-FF setup slack .................. 7850 ps

Finish
  Layout Area Growth over Synthesis .................. 37.9%
  Final core utilization .................. 0.722
  Fraction of final layout cells with drive strength greater than 1 .................. 0.0539

Run status
  Result of the run .................. finished clean
cell families (layout without fill, tap and decap cells):
| logic type | after synthesis | in the layout | share of synthesized area |
|---|---|---|---|
| adders and majority gates | 77 | 77 | 0.210 |
| and+or+nand+nor | 188 | 188 | 0.191 |
| DFF | 43 | 43 | 0.178 |
| muxes | 27 | 27 | 0.0602 |
| buffers and inverters | 77 | 227 | 0.0631 |
| other | 2 | 2 | 0.00154 |
| xor gates and xnor gates | 40 | 40 | 0.0718 |
| AOI/OAI and AO/OA | 156 | 156 | 0.224 |
worst max path at each step:
stage / start / to / slack (ps) / cells after the start
CTS: ghost1_vga_x[1] / vga_x[7] / 3070 / 16
global route: ghost1_vga_x[1] / vga_x[7] / 2830 / 16
finish: ghost1_vga_x[1] / vga_x[7] / 3070 / 16
per-layer routing:
| layer | part of all wire | up-vias | wire [microns] |
|---|---|---|---|
| met1 | 0.45 | 2206 | 6280 |
| met3 | 0.077 | 24 | 1080 |
| li1 | - | 2519 | - |
| met2 | 0.46 | 186 | 6450 |
| met5 | 0 | - | 0 |
| met4 | 0.016 | 0 | 229 |
where the power goes:
| part | internal (mW) | switching, mW |
|---|---|---|
| clock | 0.0667 | 0.0545 |
| combinational | 0.102 | 0.0683 |
| sequential | 0.168 | 0.00930 |
state kept, by name (all words and copies together) (netlist names):
register and count:
is_display_running 1, mdc_controller.vga_plot 1, cdc_controller.cur_sprite_x 3, cdc_controller.cur_sprite_y 3
mdc_controller.map_y 5, mdc_controller.cur_sprite_x 3, selected_display_controller 1, mdc_controller.cur_sprite_y 3
current_time 15, cdc_controller.character_type 3, mdc_controller.map_x 5
cell usage in the layout (no fill, tap or decap), types with 4 or more instances in the layout:
cell type,n
sky130_fd_sc_hd__a2111oi_0,4
sky130_fd_sc_hd__a21o_1,10
sky130_fd_sc_hd__a21oi_1,34
sky130_fd_sc_hd__a221oi_1,8
sky130_fd_sc_hd__a222oi_1,16
sky130_fd_sc_hd__a22oi_1,5
sky130_fd_sc_hd__a31oi_1,6
sky130_fd_sc_hd__a41oi_1,6
sky130_fd_sc_hd__and3_1,7
sky130_fd_sc_hd__buf_4,5
sky130_fd_sc_hd__clkbuf_8,6
sky130_fd_sc_hd__clkdlybuf4s50_1,167
sky130_fd_sc_hd__dfxtp_1,42
sky130_fd_sc_hd__fa_1,8
sky130_fd_sc_hd__ha_1,69
sky130_fd_sc_hd__inv_1,46
sky130_fd_sc_hd__mux2_2,18
sky130_fd_sc_hd__mux2i_1,8
sky130_fd_sc_hd__nand2_1,49
sky130_fd_sc_hd__nand2b_1,9
sky130_fd_sc_hd__nand3_1,10
sky130_fd_sc_hd__nand4_1,8
sky130_fd_sc_hd__nor2_1,53
sky130_fd_sc_hd__nor2b_1,7
sky130_fd_sc_hd__nor3_1,15
sky130_fd_sc_hd__nor3b_1,4
sky130_fd_sc_hd__nor4_1,4
sky130_fd_sc_hd__o21a_1,7
sky130_fd_sc_hd__o21ai_0,26
sky130_fd_sc_hd__o22ai_1,5
sky130_fd_sc_hd__o31ai_1,6
sky130_fd_sc_hd__or3_1,4
sky130_fd_sc_hd__xnor2_1,22
sky130_fd_sc_hd__xor2_1,18
stage by stage:
step / cells / area [sq um] / power, mW
after CTS: 889 / 6730 / 0.471
final: 889 / 6730 / 0.468
after global placement: 881 / 6620 / 0.346
after detailed placement: 881 / 6620 / 0.349
after floorplan: 610 / 4880 / 0.260
after global routing: 889 / 6730 / 0.497
worst max-delay path, cell delays in order:
cell and delay [ps]:
sky130_fd_sc_hd__clkdlybuf4s50_1 470, sky130_fd_sc_hd__mux2_2 140, sky130_fd_sc_hd__nand2_1 70, sky130_fd_sc_hd__nand4_1 100
sky130_fd_sc_hd__o21ai_0 120, sky130_fd_sc_hd__ha_1 300, sky130_fd_sc_hd__inv_1 40, sky130_fd_sc_hd__ha_1 210
sky130_fd_sc_hd__fa_1 410, sky130_fd_sc_hd__a21o_1 180, sky130_fd_sc_hd__a21oi_1 210, sky130_fd_sc_hd__nor2b_1 70
sky130_fd_sc_hd__o21ai_0 190, sky130_fd_sc_hd__xnor2_1 130, sky130_fd_sc_hd__a21oi_1 180, sky130_fd_sc_hd__clkdlybuf4s50_1 490
cell type report:
cell class / count / area [sq um]
multi-input cells: 490 / 3700
clock buffers: 7 / 108
clock inverters: 1 / 5.00
flip-flops and latches: 43 / 871
inverters: 47 / 176
well taps: 129 / 161
repair buffers: 172 / 1710
fillers: 725 / 2590
Power is estimated from default activity; no workload was simulated.
