==> design/flow/config.mk <==
export PLATFORM = sky130hd
export DESIGN_NAME = Counter
export DESIGN_NICKNAME = Counter
export VERILOG_FILES = /design/flow/design.v
export SDC_FILE = /design/flow/constraint.sdc
export NUM_CORES = 4
export LEC_CHECK = 1
export CORE_UTILIZATION = 40
==> design/flow/constraint.sdc <==
current_design Counter

set clk_period 3.9
set clk_io_pct 0.2

create_clock -name clk0 -period $clk_period [get_ports {clock_50}]

set non_clock_inputs [all_inputs -no_clocks]
set_input_delay [expr $clk_period * $clk_io_pct] -clock clk0 $non_clock_inputs
set_output_delay [expr $clk_period * $clk_io_pct] -clock clk0 [all_outputs]
==> design/flow/design.v <==
module Counter(
	input [27:0] interval,
	input reset,
	input en,
	input clock_50,
	output [27:0] cur_time);
	reg [27:0] now_time;
	always @(posedge clock_50)
	begin
		if (reset == 1'b1)
		begin
			now_time <= 28'd0;
		end
		else if (en == 1'b1)
		begin
			if (now_time == interval)  
			begin
				now_time <= 28'd0;
			end
			else
			begin
				now_time <= now_time + 28'd1;
			end
		end
	end
	assign cur_time = now_time;
endmodule
==> design/flow/run.sh <==
#!/bin/bash
# OpenROAD 26Q1-2900-gdf79404cd8, Yosys 0.63+post, stock flow scripts
make -C /OpenROAD-flow-scripts/flow DESIGN_CONFIG=/design/flow/config.mk WORK_HOME=/design/flow/orfs finish
==> summary.txt <==
outcome: completed
Hold Crit Class: reg2reg
first-pass GRT wire length: 8.42 mm
maximum clock rate: 348 MHz
Total GRT Usage: 21.8%
layout cells sized above 1: 7.91%
relative slew slack: 73.3%
Clock Path Buffers: 2
ant diodes: 0
cycle use final: 73.6%
routed wire length: 5.13 mm
slowest stage cell, crit path: clkdlybuf4s50_1
Sink Count: 28
Starting Density: 41.8%
Tool Warnings: 25
final hold violations: 0
Crit Reg-Reg Startpoint: now_time[7]$_SDFFE_PP0P_
initial antenna violation count: 0
clk root buf: clkbuf_8
Worst Clk Skew: 3.37 ps
P_leak: 0.703 nW
vias in the first global route: 1618
post-layout total power: 0.544 mW
min-delay src: now_time[27]$_SDFFE_PP0P_
clk slew on worst S/H paths: 90 ps
unrepaired setup endpoints after global routing: false
post-route ant nets: 0
max reg flops: 28
Routed wire per std cell: 16.8 um
die width: 69.7 um
total negative slack: 0 ps
Largest Register: now_time
cts hold-fix bufs: 0
maximum VDD drop: 173 uV
postcts setup bufs: 0
total congestion overflow: 0
WHS: 542 ps
Crit Path Max Fanout: 13
yosys warning tally: 1
Final Cell Area: 0.00250 mm2
post-synthesis cell count: 204
TritonCTS clock tree: built
Post-Syn Area: 0.00183 mm2
synthesis-to-layout area growth: 36.4%
CTS H-tree lvls: 1
Site Rows: 24
type of origin of the critical path: input port
DRT iter0 DRCs: 98
final setup fails: 0
clk latency of the worst-skew pair: 280 ps
total die area: 0.00486 mm2
ordered list of cells on the worst path: clkdlybuf4s50_1 > nand4_1 > or3_4 > or4_1 > a221oi_1
register bit count reported by yosys: 28
measured slew at the worst slew-check pin: 396 ps
Via Count: 1798
number of max-cap violations: 0
Seq share, synth: 30.6%
largest net degree at the start of global routing: 29
Core Region: 0.00438 mm2
Post-Place Cell Area: 0.00245 mm2
Critical Path Max Stage Delay: 620 ps
Chip Area, Yosys: 0.00183 mm2
cts bufs inserted: 3
Final Max Tran Viols: 0
synthesized area per cell: 8.99 um2
Critical Path Start: en
CP Class: in2reg
vias per cell: 5.90
GPL Wtd Cong: 0.905
I/O Buffers: 58
P per Cell Area: 218 mW/mm2
I/O pin count: 59
CP endpoint kind: register
CP arrival: 3060 ps
Tmin final: 2870 ps
post-synthesis cell type count: 33
Chip Height: 69.7 um
CP required: 4090 ps
hpwl dp: 3.69 mm
cts repair resizes: 0
DRC viols: 0
drt pass-1 iters: 4
cell count in the Yosys report: 204
Regs by FF count: now_time: 28 flops
-- layout by cell type, fill, tap and decap left out --
master           instances
or2_2                    1
clkbuf_8                 4
nand3_1                  6
dfxtp_1                 28
inv_1                    3
nor4_4                   2
and4_1                   3
ha_1                     1
or3b_2                   1
nor3_1                   2
and2_1                   2
or4_1                    4
clkdlybuf4s50_1         58
or4_4                    2
nand4_1                 15
o21ai_0                  5
nand4b_1                 5
a211oi_1                17
mux2i_1                  1
xor2_1                   5
nor4_1                   5
nand2_1                 12
xnor2_1                 39
a221oi_1                 8
and3_1                   5
a221oi_2                 3
o31ai_1                  6
nor2_1                   3
or3_4                    1
or4_2                    1
buf_4                    4
nand4_2                  1
-- critical path: cells and delay by family --
kind / cells / cell delay (ps)
AND/OR/NAND/NOR: 3 / 1410
buffers and inverters: 1 / 620
AND-OR/OR-AND: 1 / 260
-- per-layer routing --
layer,vias up,part of all wire (%),GRT usage [%]
li1,874,-,-
met3,2,6.5,3.54
met4,0,0.57,2.00
met5,-,0,0
met1,853,50,37.2
met2,69,43,30.6
-- cells by family after synthesis --
| family | Yosys count | share of synthesized area, % |
|---|---|---|
| buffers and inverters | 20 | 5.05 |
| XOR/XNOR | 44 | 21.0 |
| flip-flops | 28 | 30.6 |
| multiplexers | 1 | 0.546 |
| AND/OR/NAND/NOR | 71 | 25.1 |
| AND-OR/OR-AND | 39 | 17.1 |
| adder cells (fa/ha/maj) | 1 | 0.682 |
-- worst paths after layout --
check / to / slack (ps) / depth (start not counted)
worst max-delay path: now_time[21]$_SDFFE_PP0P_ / 1030 / 5
worst min register to register: now_time[27]$_SDFFE_PP0P_ / 540 / 2
worst max register to register: now_time[21]$_SDFFE_PP0P_ / 1680 / 4
worst min-delay path: now_time[27]$_SDFFE_PP0P_ / 540 / 2
-- power breakdown --
group / leakage (nW) / switching [mW] / internal (mW) / total, mW
clock network: 0.0288 / 0.0924 / 0.0905 / 0.183
logic: 0.449 / 0.0236 / 0.0456 / 0.0691
registers: 0.226 / 0.00424 / 0.288 / 0.292
total: 0.703 / 0.120 / 0.424 / 0.544
-- cells in the mapped netlist (all sizes together) --
cell	instances	area (um2)
nand3	6	30.0
or2	1	6.26
and2	2	12.5
nand2	12	45.0
dfxtp	28	561
or3b	1	8.76
o31ai	6	45.0
xnor2	39	342
nor3	2	10.0
clkbuf	12	45.0
a221oi	11	115
mux2i	1	10.0
nand4b	5	43.8
a211oi	17	128
and3	5	31.3
buf	5	36.3
ha	1	12.5
inv	3	11.3
or3	1	11.3
nor2	3	11.3
or4	7	61.3
and4	3	26.3
xor2	5	43.8
nand4	16	106
o21ai	5	25.0
nor4	7	56.3
-- per-stage QoR --
stage	cells	util, %	setup slack [ps]
final	305	57.0	1030
after global routing	305	57.0	879
after CTS	305	57.0	1040
after detailed placement	301	55.8	783
after global placement	301	55.8	826
after floorplan	204	-	1380
-- layout make-up --
class | count | area [um2]
fillers | 375 | 1880
multi-input cells | 156 | 1200
repair buffers | 62 | 611
flip-flops and latches | 28 | 561
well taps | 52 | 65.1
clock buffers | 4 | 55.1
inverters | 3 | 11.3
Power is estimated from default activity; no workload was simulated.
